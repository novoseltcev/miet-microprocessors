[config.mk]
export PLATFORM = sky130hd
export DESIGN_NAME = Diode
export DESIGN_NICKNAME = Diode
export VERILOG_FILES = /design/flow/design.v
export SDC_FILE = /design/flow/constraint.sdc
export NUM_CORES = 4
export LEC_CHECK = 1
export CORE_AREA = 10 10 113 113
export DIE_AREA = 0 0 123 123
[constraint.sdc]
current_design Diode

set clk_period 3.0
set clk_io_pct 0.2

create_clock -name clk0 -period $clk_period [get_ports {clk}]

set non_clock_inputs [all_inputs -no_clocks]
set_input_delay [expr $clk_period * $clk_io_pct] -clock clk0 $non_clock_inputs
set_output_delay [expr $clk_period * $clk_io_pct] -clock clk0 [all_outputs]
[design.v]
module Diode ( 
  input clk, areset,
  input              write_enable, 
  input      [3:  0] byte_enable,
  input      [31: 0] write_data, address,
  output reg [31: 0] data  
);
  always @(posedge clk)
    if(areset)
      data <= 32'b0;
    else if(write_enable 
      && byte_enable[1] 
      && address[3: 2] == 2'b10)
      data <= write_data;
endmodule
[run.sh]
#!/bin/bash
# OpenROAD 26Q1-2900-gdf79404cd8, Yosys 0.63+post, stock flow scripts
make -C /OpenROAD-flow-scripts/flow DESIGN_CONFIG=/design/flow/config.mk WORK_HOME=/design/flow/orfs finish
==> Changelog: implementation <==
### Metrics

* Outcome: finished clean
* Pleak at 0.000772 uW
* CP Data Required Time at approximately 3.2 ns
* Via Count at 1,122
* Max Fanout on Critical Path at 20
* CTS tree: done
* Largest register FFs at 32
* Top reg by flops: data
* Synthesis area per yosys at 0.00147 mm^2
* Pwr Total at around 900 uW
* Post-cts sizing count at 0
* Hold path depth at 2
* Synth area leaders: dfxtp_1 (44%), nand2b_1 (27%), mux2i_1 (22%), buf_12 (4.1%), clkbuf_1 (1.5%)
* Area leader, netlist: dfxtp_1
* Crit path DAT at approximately 2.1 ns
* First-pass GRT wire length at a little over 6000 um
* Port Buffers at between 60 and 70
* Post-synth top cells: nand2b_1 (64), dfxtp_1 (32), mux2i_1 (32), clkbuf_1 (6), buf_12 (3)
* Vias in the first global route at 1,163
* Hold path start: data[31]
* Largest net degree at the start of global routing at roughly 65
* Max_slew headroom at about two thirds
* RSZ-0062 raised after global routing: no
* Actual slew at the worst max-slew pin at 0.500 ns
* Count of tool warnings at ~58
* Fp util at between 10 and 15%
* All-Layer GR Usage at 4.93%
* Syn avg cell area at roughly 11 um^2
* Ys flops at 32
* Max Slew Vio Count at 0
* Hold EP: data[31]
* Hold WC Path Type: flip-flop to flip-flop
* Setup violations, final at 0
* Post-DRT Antenna Nets at 0
* # DRC at 0
* CTS Buffer Depth at 2
* Sink Count at 32
* # rows at 37
* Synth Warn # at 1
* Clock transition at the registers of the reported paths at roughly 0.06 ns
* Final WL at just under 4000 um
* Tmin final at roughly 1.9 ns
* Layout Skew at 0 ns
* Core area at 0.0103 mm^2
* Worst VDD drop at approximately 0.14 mV
* Crit Path Class: input pin to flip-flop
* R2R cell count at 2
* Die Wd at around 120 um
* Worst flop-to-flop path endpoint: data[24]
* CP startpoint kind: input pin
* Yosys cell count at roughly 140
* Area Overhead vs Synth at 59.9%
* Die Size at approximately 0.015 mm^2
* Biggest registers after layout: data (32)
* Grt total ovfl at 0
* Reg2reg setup slack at ~2.4 ns
* Max cap viols at 0
* Layout cells sized above 1 at roughly 4.3%
* Ys async rst share at 0%
* Post-synth EDFFs at 0
* DRT iter0 DRCs at 39
* Via-per-instance ratio at 3.26
* Die Ht at around 120 um
* Synthesized area at between 0.001 and 0.0015 mm^2
* Period Utilization, post-route at ~62%
* RePlAce Congestion at about 0.71
* Final Hold Fails at 0
* Register area share after synthesis at between 40% and 50%
* Most common cell in the synthesized netlist: nand2b_1
* TritonCTS buffer count at 5
* TNS Setup at 0 ns
* ANT cells at 0
* Initial antenna violation count at 0
* Hold_buf cts at 0
* Ports at 103
* Top area contributor share at a little over two fifths
* Worst flop-to-flop path startpoint: data[24]
* Synthesized instance count at roughly 140
* Root Buffer: clkbuf_8
* Highest Clock Rate at between 500 and 600 MHz
* DR WL/cell at between 10 and 15 um
* Main flop type: dfxtp_1
* Critical Path Sink Type: flip-flop
* Dpl hpwl at 2790 um
* # H-tree levels at 2
* Distinct lib cells at 8
* Setup Buffers After CTS at 0
* Pwr/cell area at ~380 mW/mm^2
* Worst skew pair latency at 0.27 ns
* DR pass1 iterations at 4
==> power by group <==
| group | leakage, uW | switching, uW | total (uW) | internal (uW) |
|---|---|---|---|---|
| combinational | 0.000467 | 30.9 | 115 | 83.7 |
| clock | 0.0000455 | 162 | 349 | 187 |
| sequential | 0.000259 | 4.80 | 439 | 434 |
| total | 0.000772 | 198 | 903 | 705 |
==> per-layer routing <==
metal  share of wire [%]  routed length [um]  GRT usage [%]
met1                  47                1820           6.58
met4                0.93                  36          0.582
met2                  42                1620           7.46
met3                  11                 409           2.22
met5                   0                   0              0
==> cells by family after synthesis <==
kind of cell	share of synthesized area [%]
AND/OR/NAND/NOR	27.9
multiplexers	21.8
flip-flops	43.6
buffers and inverters	6.72
==> layout by cell type, fill, tap and decap left out <==
cell type	synthesis	final
clkdlybuf4s50_1	0	69
nand2b_1	64	64
mux2i_1	32	32
dfxtp_1	32	32
clkbuf_8	0	6
clkbuf_1	6	2
and4b_2	0	1
buf_12	3	1
buf_4	0	1
==> per-stage QoR <==
stage | area [um^2] | util [%] | setup WS (ns) | hold WS (ns) | instances
floorplan | 1470 | - | 1.66 | 0.434 | 140
global placement | 2260 | 21.9 | 0.804 | 0.457 | 336
detailed placement | 2260 | 21.9 | 0.774 | 0.465 | 336
CTS | 2350 | 22.8 | 1.10 | 0.478 | 344
global route | 2350 | 22.8 | 1.02 | 0.494 | 344
finish | 2350 | 22.8 | 1.13 | 0.470 | 344
==> how the worst max path moves through the flow <==
stage	startpoint	slack, ns	cells after the start	end
CTS	address[2]	1.10	4	data[7]
global route	write_enable	1.02	4	data[12]
finish	address[2]	1.13	4	data[5]
==> critical path: stages <==
cell and delay (ns):
clkdlybuf4s50_1 0.39, and4b_2 0.62, buf_12 0.26, mux2i_1 0.19
==> area by class of cell <==
class | count | area (um^2)
Fill cell | 1097 | 7970
Multi-Input combinational cell | 97 | 732
Timing Repair Buffer | 71 | 718
Sequential cell | 32 | 641
Tap cell | 136 | 170
Clock buffer | 8 | 90.1
Power figures rest on the tool's default switching activity, not on a simulated workload.
