## /design/flow/design.v

```verilog
function parity_calc;
    input [7: 0] a;
    parity_calc = ~(a[0] ^ a[1] ^ a[2] ^ a[3] ^ 
	            a[4] ^ a[5] ^ a[6] ^ a[7]); 
endfunction  
module PS2Keyboard (
  input clk_50, areset,
  input ps2_clk, ps2_data,
  output reg        valid_data,
  output reg [7: 0] data
);
  reg [1: 0] state;
  reg [9: 0] ps2_clk_detect;   
  reg [8: 0] shift_reg;
  reg [3: 0] count_bit;
  wire ps2_clk_negedge = &ps2_clk_detect[4:0] && &(~ps2_clk_detect[9:5]);
  assign data = shift_reg[7:0];
  always @ (negedge ps2_clk or posedge areset)
    if (areset)     
      state <= 2'd0; 
    else case (state) 
      2'd0: if (!ps2_data) state <= 2'd1; 
      2'd1:if (count_bit == 8) state <= 2'd2; 
      2'd2: state <= 2'd0; 
      default: state <= 2'd0; 
    endcase
  always @ (posedge clk_50 or posedge areset)
    if (areset) begin
      ps2_clk_detect <= 10'd0;
      shift_reg      <= 9'b0;
      count_bit      <= 4'b0;
      valid_data     <= 1'b0;
    end else begin
      if (ps2_clk_negedge)
        if (state == 2'd1) begin
          shift_reg <= {ps2_data, shift_reg[8:1]}; 
	      count_bit <= count_bit + 4'b1;
        end else
	      count_bit <= 4'b0;
      ps2_clk_detect <= {ps2_clk, ps2_clk_detect[9:1]};
      valid_data <= (
	       ps2_data 
	    && parity_calc(shift_reg[7:0]) == shift_reg[8] 
        && state == 2'd2);
    end
endmodule
```

## /design/flow/run.sh

```bash
#!/bin/bash
# OpenROAD 26Q1-2900-gdf79404cd8, Yosys 0.63+post, stock flow scripts
make -C /OpenROAD-flow-scripts/flow DESIGN_CONFIG=/design/flow/config.mk WORK_HOME=/design/flow/orfs finish
```

## /design/flow/config.mk

```make
export PLATFORM = sky130hd
export DESIGN_NAME = PS2Keyboard
export DESIGN_NICKNAME = PS2Keyboard
export VERILOG_FILES = /design/flow/design.v
export SDC_FILE = /design/flow/constraint.sdc
export NUM_CORES = 4
export LEC_CHECK = 1
export CORE_AREA = 10 10 101 101
export DIE_AREA = 0 0 111 111
```

## /design/flow/constraint.sdc

```tcl
current_design PS2Keyboard

set clk_period 2.6
set clk_io_pct 0.2

create_clock -name clk0 -period $clk_period [get_ports {clk_50}]
create_clock -name clk1 -period $clk_period [get_ports {ps2_clk}]

set non_clock_inputs [all_inputs -no_clocks]
set_input_delay [expr $clk_period * $clk_io_pct] -clock clk0 $non_clock_inputs
set_output_delay [expr $clk_period * $clk_io_pct] -clock clk0 [all_outputs]
```

==> results.cfg <==
; synthesis and place-and-route metrics
[floorplan]
core_area_um2 = 8130
fp_util_pct = 14.2
chipHeight_um = 111
chipArea_um2 = 12300
core.rowCount = 33
io_pins = 13
die_w_um = 111

[run]
tool_warnings = 28
drv.max_cap_violation_count = 0

[routing]
vias = 681
vias_per_cell = 3.31
diodes = 0
antenna_left = 0
dr.pass1.iters = 2
dr.first_iter.drc_count = 54
drt_drc_violations_left = 0
totalWireLength_mm = 2.05
wire_per_inst_um = 9.97

[placed_design]
io_buffers = 11
hpwl_mm = 1.36
gp_congestion = 0.772
dpl_worst_slack_ns = -0.0254
dpl_cell_area_um2 = 1350

[logic_synthesis]
yosys_area_um2 = 1160
ys_seq_elements = 27
synth.cells.most_frequent = dfrtp_1, mux2_2, buf_4
top_cell_area_share_pct = 51.9
ys_seq_share_pct = 58.5
top_area_cell = dfrtp_1
async_reset_ff_share_pct = 100
ys_cells = 83
netlist_area_um2 = 1160
synth.distinct_cells = 28
ys_warn_count = 2
ff_type = dfrtp_1
yosysMostFrequentCell = dfrtp_1
avgSynthCellArea_um2 = 13.9
top_cells_by_area = dfrtp_1, mux2_2, buf_4
syn_inst = 83
enable_flop_cells = 0

[hold_path]
min_path_type = clock port to register
min_from = ps2_clk

[sta]
setup_viol = 5
maxSlewViolCount = 0
tightestPinTransition_ns = 0.521
setup_ws_ns = -0.00515
skew_ns = 0.0443
tns_ns = -0.0142
hold_viol = 1
rsz0062_at_grt = true
whs_ns = -0.0323
slew_headroom_pct = 65.0

[worst_setup_path]
cp.required_ns = 2.75
cp_max_fo = 6
slowest_delay_ns = 0.57
r2r-start = state[2]$_DFF_NP0_
crit_type = register to register
critPathLaunchType = register
startpoint = state[2]$_DFF_NP0_
end_kind = register
crit_chain = nand4_4, mux2_2
crit_slowest_cell = dfrtn_1
arrival_ns = 2.75

[global_routing]
overflow = 0
grt_pass1_vias = 694
grt_max_degree = 23
grt_use_total_pct = 3.34
antenna_found_initial = 0
grt_pass1_wl_mm = 3.43

[cts]
hold_buffers = 0
cts_tree = done
clk_pin_slew_worst_paths_ns = 0.08

[cells_and_area]
drive_gt1_share_pct = 28.7
largest_reg_flops = 10
fillers = 878
area_growth_pct = 31.6
final_area_um2 = 1520

[status]
status = finished with violations
violations = hold timing, setup timing

[power]
power.density_nw_per_um2 = 764
p_leak_nw = 0.683
peakVddDrop_uv = 248
[placed cells by master (no fill, tap or decap)]
| cell | count |
|---|---|
| a211o_1 | 1 |
| a21o_1 | 1 |
| a31oi_1 | 1 |
| a32o_1 | 1 |
| and2b_1 | 1 |
| and3_1 | 1 |
| and3_2 | 1 |
| and4_1 | 1 |
| buf_4 | 4 |
| clkbuf_8 | 9 |
| clkdlybuf4s50_1 | 11 |
| dfrtn_1 | 2 |
| dfrtp_1 | 24 |
| dfstp_2 | 1 |
| ha_1 | 2 |
| inv_1 | 8 |
| mux2_2 | 9 |
| mux2i_1 | 3 |
| nand2_1 | 3 |
| nand3_1 | 2 |
| nand4_4 | 2 |
| nor2_1 | 1 |
| nor3_1 | 1 |
| nor3_2 | 1 |
| nor4_4 | 1 |
| o2111ai_1 | 1 |
| o21ai_0 | 2 |
| or2_2 | 1 |
| xnor2_1 | 2 |
| xnor3_1 | 2 |
| xor2_1 | 1 |
[cell type report]
type	count	area [µm²]	share of cell area, %
inverter	6	22.5	1.48
clock inverter	2	7.51	0.493
multi-input combinational	42	419	27.5
timing repair buffer	15	140	9.21
tap	105	131	8.63
sequential	27	677	44.5
clock buffer	9	124	8.14
[cell families (layout without fill, tap and decap cells)]
| family | Yosys count | count (layout) | synth area share, % |
|---|---|---|---|
| DFF | 27 | 27 | 58.6 |
| and+or+nand+nor | 15 | 16 | 9.85 |
| buffers and inverters | 15 | 32 | 7.47 |
| muxes | 12 | 12 | 11.4 |
| AOI/OAI and AO/OA | 7 | 7 | 4.44 |
| xor gates and xnor gates | 5 | 5 | 6.17 |
| adders and majority gates | 2 | 2 | 2.16 |
[worst max-delay path: cells and delay by family, from the launching register on]
family	cells	cell delay (ns)
simple gates	1	0.21
mux	1	0.32
flops	1	0.57
[repair_timing]
item | 4_1_cts | 5_1_grt
setup buffers | 0 | 2
gates resized | 0 | 2
setup endpoints to repair | 0 | 9
[report_power, final]
group	leakage (nW)	switching, W	internal (W)
logic	0.265	0.0000680	0.0000558
clock network	0.0754	0.000157	0.000303
registers	0.343	0.0000646	0.000513
total	0.683	0.000289	0.000873
[final timing paths]
| path | endpoint | slack, ns | cells after the start |
|---|---|---|---|
| setup reg to reg | shift_reg[0]$_DFFE_PP0P_ | -0.005 | 2 |
| hold reg to reg | ps2_clk_detect[4]$_DFF_PP0_ | 0.37 | 0 |
| min in group clk1 | state[0]$_DFF_NP1_ | 0.47 | 1 |
| min in group asynchronous | count_bit[3]$_DFFE_PP0P_ | 0.60 | 3 |
| setup / recovery | shift_reg[0]$_DFFE_PP0P_ | -0.005 | 2 |
| hold / removal | ps2_clk_detect[9]$_DFF_PP0_ | -0.03 | 2 |
| max in group asynchronous | state[2]$_DFF_NP0_ | 0.77 | 3 |
| max in group clk1 | state[2]$_DFF_NP0_ | 0.26 | 5 |
[per-layer routing]
layer  vias to the layer above  part of all wire (%)  global-route usage, %
met4                         0                  0.29                  0.694
met2                        21                    40                   4.25
li1                        319                     -                      -
met5                         -                     0                      0
met1                       339                    49                   4.22
met3                         2                    11                   2.74
[stage by stage]
step | total power [W] | util [%] | instances
after floorplan | 0.000661 | - | 83
after global placement | 0.000693 | 16.6 | 193
after detailed placement | 0.000696 | 16.6 | 193
after CTS | 0.00117 | 18.2 | 203
after global routing | 0.00124 | 18.7 | 206
final | 0.00116 | 18.7 | 206
Power is estimated from default activity; no workload was simulated.
