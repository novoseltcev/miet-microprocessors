### ./design.v
module RAM
#(
  parameter SIZE      = 256,  
  parameter INIT_FILE = ""
)
(
  input clk,
  input reset,
  output logic  [31:0]  instruction,
  input         [31:0]  instr_address,
  output logic  [31: 0]  data,
  input                  data_require,
  input                  data_write_enable,
  input         [3:  0]  data_byte_enable,
  input         [31: 0]  data_address,
  input         [31: 0]  write_data
);
  reg [31: 0] memory [0: SIZE / 4 - 1];
  integer ram_index;
  initial begin
    if(INIT_FILE != "") begin
      $readmemh(INIT_FILE, memory);
    end else
      for (ram_index = 0; ram_index < SIZE / 4 - 1; ram_index = ram_index + 1)
        memory[ram_index] = {32{1'b0}};
  end
  assign instruction = memory[(instr_address >> 2) % SIZE];
  always @(posedge clk)
    if(!reset)
      data  <= 32'b0;
    else
      if(data_require)
        if(!data_write_enable)
          data <= memory[(data_address >> 2) % SIZE];
        else begin
          if(data_byte_enable[0])
            memory[data_address[31:2]][7:0]  <= write_data[7:0];
          if(data_byte_enable[1])
	    memory[data_address[31:2]][15:8] <= write_data[15:8];
	  if(data_byte_enable[2])
	    memory[data_address[31:2]][23:16] <= write_data[23:16];
	  if(data_byte_enable[3])
	    memory[data_address[31:2]][31:24] <= write_data[31:24];
        end
endmodule
### ./run.sh
#!/bin/bash
# OpenROAD 26Q1-2900-gdf79404cd8, Yosys 0.63+post, stock flow scripts
make -C /OpenROAD-flow-scripts/flow DESIGN_CONFIG=/design/flow/config.mk WORK_HOME=/design/flow/orfs finish
### ./config.mk
export PLATFORM = sky130hd
export DESIGN_NAME = RAM
export DESIGN_NICKNAME = RAM
export VERILOG_FILES = /design/flow/design.v
export SDC_FILE = /design/flow/constraint.sdc
export NUM_CORES = 4
export LEC_CHECK = 1
export CORE_UTILIZATION = 40
### ./constraint.sdc
current_design RAM

set clk_period 25.5
set clk_io_pct 0.2

create_clock -name clk0 -period $clk_period [get_ports {clk}]

set non_clock_inputs [all_inputs -no_clocks]
set_input_delay [expr $clk_period * $clk_io_pct] -clock clk0 $non_clock_inputs
set_output_delay [expr $clk_period * $clk_io_pct] -clock clk0 [all_outputs]
==> summary.rpt <==
RUN METRICS
----------------------------------------------------
[Drt]
  Initial DRC Count ........................ 4810
  DR pass1 iterations ........................ 6
  Routed WL ........................ 356.6 mm
  DRC violation count after routing ........................ 0
  Antenna-violating nets left ........................ 0
  Wirelength per Cell ........................ 39.09 um
  Count of vias placed by the detailed router ........................ 60460
  Vias per cell ........................ 6.627

[Logic synthesis]
  Ys cells ........................ 5437
  Number of distinct library cells after synthesis ........................ 64
  Register share after synthesis ........................ 64.53%
  FFs w/ async S/R, synth ........................ 0%
  Number of synthesized flops with an enable pin ........................ 2048
  Synthesized instance count ........................ 5437
  Synthesized chip area reported by yosys ........................ 0.09629 sq mm
  Average instance area after synthesis ........................ 17.71 sq um
  Post-Synthesis Cell Area ........................ 0.09629 sq mm
  Post-synth top flop ........................ sky130_fd_sc_hd__edfxtp_1
  Synth Warn # ........................ 1
  Registers, synthesis ........................ 2080

[Hold path]
  Worst hold path type ........................ reg2reg
  Worst hold path startpoint ........................ data[9]

[Layout]
  Final core occ ........................ 46.02%
  Commonest Layout Cell ........................ sky130_fd_sc_hd__edfxtp_1
  Fraction of layout instances using a drive strength above 1 ........................ 30.24%
  Post-synthesis to final-layout area growth ........................ 14.00%
  Top logic cells by instance count in the layout ........................ sky130_fd_sc_hd__edfxtp_1, sky130_fd_sc_hd__mux4_2, sky130_fd_sc_hd__buf_4
  Filler instances ........................ 19700

[Floorplan]
  Die Span X ........................ 492.6 um
  Y dimension of the die ........................ 492.6 um
  Num ports ........................ 168
  Overall chip area ........................ 0.2427 sq mm
  Initial standard-cell utilization of the core ........................ 40.37%
  Cell Rows ........................ 179
  Core Footprint ........................ 0.2385 sq mm

[Power]
  Worst vdd rail ir drop ........................ 76.76 uV
  Total power after layout ........................ 7.597 mW
  Power per cell area ........................ 69.21 mW/mm^2
  Leakage ........................ 34.62 nW

[Global routing]
  Global routing usage summed across all routing layers ........................ 32.36%
  Wire length of the first global-routing pass ........................ 496.1 mm
  Gr ovfl total ........................ 0
  Pin count of the biggest net entering global routing ........................ 81
  Antenna violations before repair ........................ 37
  Via count of the first global-routing pass ........................ 65720

[Flow run]
  Max_cap viols ........................ 0
  Count of tool warnings ........................ 78

[Clock network]
  Sinks on the clock net ........................ 2080
  Number of buffers on the longest clock path ........................ 3
  Clock slew at the register clock pins of the worst setup and hold paths ........................ 0.06 ns
  Quantity of gates resized following cts ........................ 0
  Clock H-tree levels ........................ 4
  Clock Root Buffer ........................ sky130_fd_sc_hd__clkbuf_16
  Post-cts hold-fix buffer tally ........................ 0
  Insertion delay at the late pin of the worst-skew pair ........................ 0.87 ns
  CTS tree ........................ done
  Total CTS buffers ........................ 206
  Setup repair bufs after CTS ........................ 0

[Placed design]
  Quantity of I/O buffers inserted on ports ........................ 115
  Final Wtd Congestion ........................ 0.9939
  Placement Setup Slack ........................ 10.46 ns
  DP Wirelength ........................ 228.8 mm

[Worst setup path]
  CP required ........................ 20.40 ns
  Critical Path, Cell by Cell ........................ buf_8, buf_4, buf_4, mux4_2, mux4_2, a22oi_1, nand2_1, clkdlybuf4s50_1
  Timing startpoint of the critical path ........................ instr_address[2]
  Crit path DAT ........................ 9.82 ns
  Element type at the critical path end ........................ primary output
  Reg2Reg Launch Point ........................ memory[63][27]
  Critical Path Start Type ........................ input port
  Highest-delay cell along the critical path ........................ sky130_fd_sc_hd__buf_4
  Crit path kind ........................ in2out
  CP peak stage delay ........................ 0.64 ns
  Largest fanout on the critical path ........................ 53

[Final timing]
  Total of endpoints with negative setup slack in the final report ........................ 0
  Number of max-slew violations in the final report ........................ 0
  Top achievable clock speed ........................ 67.02 MHz
  Unrepaired setup endpoints after global routing ........................ false
  Clock skew after layout ........................ 0.02975 ns
  Final sum of negative setup slack ........................ 0 ns
  Setup slack of the critical path after layout ........................ 10.58 ns
  Worst-margin pin slew ........................ 1.131 ns
  Shortest clock period the worst path allows after layout ........................ 14.92 ns
  Final worst-path cycle share ........................ 58.52%
  Final number of hold-violating endpoints ........................ 0
  Relative slew slack ........................ 24.61%

[Status]
  Result of the run ........................ finished, final reports clean

----------------------------------------------------
## sequential cells by signal (all words and copies together) (netlist names)
register and cells:
memory 2048, data 32
## power breakdown
group	internal [mW]	total (mW)	switching, mW	leakage [nW]
Sequential	3.76	3.77	0.00955	18.7
Combinational	0.238	0.691	0.454	12.5
Clock	1.80	3.14	1.33	3.40
## per-layer routing
layer	share of wire (%)	vias up	track usage, %
li1	-	23930	-
met1	29	30200	34.67
met2	44	5172	44.18
met3	19	1100	27.29
met4	6.9	59	17.27
met5	0.22	-	2.172
## worst max-delay path, delay by kind of cell
kind                   cells  cell delay (ns)
AND-OR/OR-AND              1             0.60
multiplexers               2             1.16
buffers and inverters      4             2.23
AND/OR/NAND/NOR            1             0.55
## synthesized netlist by cell type (5+ instances only)
master	instances	area share [%]
sky130_fd_sc_hd__o21ai_0	129	0.67
sky130_fd_sc_hd__a221o_1	36	0.37
sky130_fd_sc_hd__a221oi_1	220	2.0
sky130_fd_sc_hd__o22a_1	22	0.20
sky130_fd_sc_hd__nand2b_1	10	0.065
sky130_fd_sc_hd__o2bb2ai_1	13	0.12
sky130_fd_sc_hd__buf_4	49	0.38
sky130_fd_sc_hd__a2bb2oi_1	6	0.055
sky130_fd_sc_hd__nor3b_1	6	0.047
sky130_fd_sc_hd__nor2_1	377	1.5
sky130_fd_sc_hd__buf_6	7	0.082
sky130_fd_sc_hd__a31oi_1	38	0.25
sky130_fd_sc_hd__a22oi_1	186	1.5
sky130_fd_sc_hd__buf_1	50	0.19
sky130_fd_sc_hd__o221ai_1	7	0.064
sky130_fd_sc_hd__nand3_1	8	0.042
sky130_fd_sc_hd__o211ai_1	28	0.22
sky130_fd_sc_hd__edfxtp_1	2048	64
sky130_fd_sc_hd__o211a_1	6	0.062
sky130_fd_sc_hd__mux2_2	148	1.7
sky130_fd_sc_hd__nor2b_1	9	0.058
sky130_fd_sc_hd__a211oi_1	15	0.12
sky130_fd_sc_hd__nor3_1	17	0.088
sky130_fd_sc_hd__and2_1	8	0.052
sky130_fd_sc_hd__buf_2	180	0.94
sky130_fd_sc_hd__a21oi_1	138	0.72
sky130_fd_sc_hd__a22o_1	51	0.46
sky130_fd_sc_hd__a2111oi_0	5	0.045
sky130_fd_sc_hd__nand2_1	138	0.54
sky130_fd_sc_hd__o31ai_1	5	0.039
sky130_fd_sc_hd__mux4_2	766	18
sky130_fd_sc_hd__o22ai_1	140	0.91
sky130_fd_sc_hd__mux2i_1	237	2.5
sky130_fd_sc_hd__o21ai_1	8	0.042
sky130_fd_sc_hd__o21a_1	10	0.078
sky130_fd_sc_hd__and3_1	12	0.078
sky130_fd_sc_hd__clkbuf_1	192	0.75
sky130_fd_sc_hd__a222oi_1	15	0.16
sky130_fd_sc_hd__dfxtp_1	32	0.67
sky130_fd_sc_hd__a41oi_1	5	0.045
## stage by stage
stage	hold WS (ns)	cell area, sq um	cells
5_1_grt	0.6588	109700	9095
3_3_place_gp	0.5984	102800	8708
3_5_place_dp	0.6065	102800	8708
4_1_cts	0.6188	109700	9093
6_report	0.6090	109800	9122
2_1_floorplan	0.4994	96290	5437
## cells by family (layout without fill, tap and decap cells)
family / Yosys count / after routing / synth area share (%)
AND-OR/OR-AND: 1112 / 1112 / 8.345
buffers and inverters: 481 / 970 / 2.354
flip-flops: 2080 / 2080 / 64.53
multiplexers: 1151 / 1151 / 22.11
other: 0 / 29 / 0
AND/OR/NAND/NOR: 613 / 613 / 2.659
## cell type report
type / count / area, sq um / share of cell area (%)
diodes: 29 / 72.57 / 0.06611
clock buffers: 242 / 5423 / 4.940
clock inverters: 143 / 1510 / 1.376
inverters: 3 / 23.77 / 0.02166
multi-input cells: 2876 / 32050 / 29.20
flip-flops and latches: 2080 / 62140 / 56.61
well taps: 3167 / 3963 / 3.610
repair buffers: 582 / 4588 / 4.180
## final timing paths
check                                       end  slack, ns  cells after the start
worst max-delay path            instruction[16]      10.58                      8
worst min-delay path                    data[9]       0.61                      2
worst max register to register         data[27]      22.67                      6
worst min register to register          data[9]       0.61                      2
No activity file was given, so power comes from the tool's default toggle rates.
